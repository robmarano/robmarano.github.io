**/design/flow/design.v**
```verilog
`timescale 1ns/100ps
module regfile(
    input  logic        clk, 
    input  logic        we3, 
    input  logic [4:0]  ra1, ra2, wa3, 
    input  logic [31:0] wd3, 
    output logic [31:0] rd1, rd2
);
    logic [31:0] rf[31:0];
    integer i;
    initial begin
        for (i = 0; i < 32; i = i + 1) rf[i] = 0;
    end
    always_ff @(negedge clk) begin
        if (we3) rf[wa3] <= wd3;
    end
    assign rd1 = (ra1 != 0) ? rf[ra1] : 0;
    assign rd2 = (ra2 != 0) ? rf[ra2] : 0;
endmodule
```
**/design/flow/run.sh**
```bash
#!/bin/bash
# OpenROAD 26Q1-2900-gdf79404cd8, Yosys 0.63+post, stock flow scripts
make -C /OpenROAD-flow-scripts/flow DESIGN_CONFIG=/design/flow/config.mk WORK_HOME=/design/flow/orfs finish
```
**/design/flow/constraint.sdc**
```tcl
current_design regfile

set clk_period 8.8
set clk_io_pct 0.2

create_clock -name clk0 -period $clk_period [get_ports {clk}]

set non_clock_inputs [all_inputs -no_clocks]
set_input_delay [expr $clk_period * $clk_io_pct] -clock clk0 $non_clock_inputs
set_output_delay [expr $clk_period * $clk_io_pct] -clock clk0 [all_outputs]
```
**/design/flow/config.mk**
```make
export PLATFORM = sky130hd
export DESIGN_NAME = regfile
export DESIGN_NICKNAME = regfile
export VERILOG_FILES = /design/flow/design.v
export SDC_FILE = /design/flow/constraint.sdc
export NUM_CORES = 4
export LEC_CHECK = 1
export CORE_UTILIZATION = 50
```
==> results.toml <==
# implementation run metrics
[status]
status = "complete, but fails checks"
violations = "negative setup slack"

[pwr]
clkPwrFrac = 0.507
peakVddDrop_v = 0.0001784
power_frac_comb = 0.079
seqPwrFrac = 0.414
powerDensity_mw_per_mm2 = 222.1
internal_power_mw = 9.554
p_sw_mw = 3.712
static-leakage-power_nw = 23.22
p_sw_frac = 0.2798

[synthesis]
yosys_area_mm2 = 0.04708
top_logic_kind = "multiplexers"
synthTopCellsByCount = "edfxtp_1, mux4_2, mux2i_1, o22ai_1, clkbuf_1"
top_cells_by_area = "edfxtp_1, mux4_2, mux2i_1"
aoi_share = 0.04364
ys_cells = 2291
top_cell = "edfxtp_1"
yosys.area.top_type = "edfxtp_1"
syn_area_mm2 = 0.04708
synth_cell_types = 40
simple_gate_area_frac = 0.01632
synthCells = 2291
ys_seq_share = 0.6531
adder_share = 0
mux_share = 0.2644
async_reset_ff_frac = 0
ys_sh_xor = 0
syn_avg_cell_area_um2 = 20.55
yosys_warnings = 1
ff_type = "edfxtp_1"
edf_count = 1024
top_area_frac = 0.6531
synth-seq-cells = 1024

[clock_tree]
cts_hold_buf = 0
ctsHtreeMaxLevel = 3
cts.sinks = 1024
cts_tree = "built"
cts-root-buf = "clkbuf_16"
cts_inserted_buffers = 113
clk_pin_slew_ns = 0.03
clk_path_buf_depth = 3

[routing]
totalWireLength_um = 150900
drt_iter0_drc = 1753
antenna_cells = 0
routedWlPerCell_um = 30.96
first_pass_iters = 17
route.detailed.drc = 0
viasPerCell = 6.159
dr_total_vias = 30012
ant_nets = 0

[floorplanning]
die_h_um = 308.9
core-area_mm2 = 0.09333
ioPinCount = 113
rows = 112
die-area_mm2 = 0.09539
fp_util = 0.5045
fp.dieW_um = 308.9

[grt]
globalRouteTotalUtil = 0.3671
grt_pass1_vias = 35459
grt_max_degree = 92
grt-ovfl-total = 0
grt_pass1_wl_um = 217100
antenna_found_initial = 3

[finish]
regArea_mm2 = 0.03075
postLayoutCoreUtil = 0.6400
reg_top3 = "rf: 1024 flops"
largest_register_ffs = 1024
drive_above_1_share = 0.2937
area_growth_syn_to_layout_pct = 26.87
comb_area_mm2 = 0.01682
regMostFlops = "rf"
fillers = 6213

[placement]
pre_cts_ws_ns = -0.06170
dp_hpwl_um = 81910
place_congestion = 0.8800
port_buffers = 112

[sta]
fin_ws_ns = -0.09084
worstMarginPinSlew_ns = 1.393
setup_violations = 2
hold_violations = 0
grt_setup_unrepaired = "yes"
slew_headroom = 0.06905
slew_violations = 0

[worst_setup_path]
crit_fanout = 2
critPathLaunchType = "flop"
end_kind = "primary output"
critPathKind = "flop to primary output"
path_cells = "mux4_2 -> a22o_1 -> a2111oi_4 -> nor3_2 -> clkdlybuf4s50_1"
crit_slowest_cell = "mux4_2"
startpoint = "rf[10][23]$_DFFE_NP_"
endpoint = "rd2[23]"
cp.arrival_ns = 7.13
crit_required_ns = 7.04
max_stage_delay_ns = 0.47

[flow_run]
warning_count = 1029
max-cap-violations = 0

[hold_path]
hold_path.class = "primary input to primary output"
-- worst min path at each step --
| stage | cells after the start | startpoint | end | slack [ns] |
|---|---|---|---|---|
| after global routing | 4 | ra2[4] | rd2[14] | 4.48 |
| after CTS | 4 | ra2[4] | rd2[15] | 4.45 |
| final | 4 | ra2[4] | rd2[14] | 4.45 |
-- area by class of cell --
cell class / count / area share
Clock buffer: 116 / 0.04860
Clock inverter: 1118 / 0.08163
Inverter: 3 / 0.0001885
Multi-Input combinational cell: 1071 / 0.2816
Sequential cell: 1024 / 0.5148
Tap cell: 1254 / 0.02627
Timing Repair Buffer: 287 / 0.04696
-- cells in the final DEF, fill, tap and decap left out, drive strengths merged, types with 44 or more instances in the layout --
master         netlist  layout
mux4               465     465
buf                123     192
inv                  3    1060
o22ai              105     105
clkbuf              69     128
clkdlybuf4s50        0      44
nor3                55      55
mux2i              160     160
a2111oi             61      61
a22o                53      53
edfxtp            1024    1024
-- routing by layer --
layer,global-route usage,wire (um),vias to the layer above
li1,-,-,12628
met1,0.4006,44390,14548
met2,0.4924,70470,2451
met3,0.3457,29890,358
met4,0.1449,5269,27
met5,0.06471,865,-
-- cells by family after synthesis --
group	Yosys count
and+or+nand+nor	149
muxes	658
AOI/OAI and AO/OA	264
DFF	1024
buffers and inverters	196
-- power by group through the flow --
stage | Clock (mW) | Combinational (mW) | Sequential (mW)
after global routing | 7.47 | 1.11 | 5.49
after CTS | 6.89 | 1.03 | 5.50
final | 6.72 | 1.05 | 5.50
-- critical path, delay by kind of cell (launching register included) --
family	cells	cell delay, ns
AND-OR/OR-AND	2	0.60
multiplexers	1	0.47
buffers and inverters	1	0.45
flip-flops	1	0.38
AND/OR/NAND/NOR	1	0.14
-- timing repair --
item,4_1_cts,5_1_grt
setup endpoints to repair,64,50
pin swaps,57,27
resized,258,74
buffers inserted,10,6
endpoints found under the hold margin,0,0
cloned,0,0
-- through the flow --
step                instance area [um^2]  power (mW)  hold WS [ns]  std cells  setup TNS (ns)
global placement                   50730       7.209         4.699       3633         -0.1522
detailed placement                 50730       7.220         4.664       3633        -0.06170
finish                             59730       13.27         4.452       4873         -0.1287
global route                       59730       14.07         4.479       4873         -0.4592
floorplan                          47080       6.768         3.716       2291               0
CTS                                59430       13.42         4.445       4870          -1.476
Power is estimated from default activity; no workload was simulated.
