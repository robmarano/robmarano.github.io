## flow/design.v

```verilog
`timescale 1ns/100ps
module cache_fully_associative (
    input  logic        clk,
    input  logic        reset,
    input  logic [31:0] cpu_addr,
    input  logic [31:0] cpu_writedata,
    input  logic        cpu_memwrite,
    input  logic        cpu_memread,
    output logic [31:0] cpu_readdata,
    output logic        mem_stall,
    output logic [31:0] dmem_addr,
    output logic [31:0] dmem_writedata,
    output logic        dmem_memwrite,
    output logic        dmem_memread,
    input  logic [31:0] dmem_readdata,
    input  logic        dmem_ready
);
    logic        valid_array [15:0];
    logic [29:0] tag_array   [15:0];
    logic [31:0] data_array  [15:0];
    logic [3:0]  replace_ptr;
    logic [29:0] tag;
    assign tag = cpu_addr[31:2];
    logic hit;
    logic miss;
    logic [3:0] hit_index;  
    always_comb begin
        hit = 1'b0;
        hit_index = 4'b0;
        for (int i = 0; i < 16; i++) begin
            if (valid_array[i] && (tag_array[i] == tag)) begin
                hit = 1'b1;
                hit_index = i[3:0];
            end
        end
    end
    assign miss = (cpu_memread || cpu_memwrite) && !hit;
    assign cpu_readdata = hit ? data_array[hit_index] : 32'bx;
    typedef enum logic { IDLE, FETCHING } state_t;
    state_t state, next_state;
    always_ff @(posedge clk or posedge reset) begin
        if (reset) begin
            state <= IDLE;
            replace_ptr <= 4'b0;
            for (int i = 0; i < 16; i++) begin
                valid_array[i] <= 0;
                tag_array[i]   <= 0;
                data_array[i]  <= 0;
            end
        end else begin
            state <= next_state;
            if (cpu_memwrite && hit) begin
                data_array[hit_index] <= cpu_writedata;
            end
            if (state == FETCHING && dmem_ready) begin
                valid_array[replace_ptr] <= 1'b1;
                tag_array[replace_ptr]   <= tag;
                data_array[replace_ptr]  <= cpu_memwrite ? cpu_writedata : dmem_readdata;
                replace_ptr <= replace_ptr + 1;
            end
        end
    end
    always_comb begin
        next_state     = state;
        mem_stall      = 0;
        dmem_addr      = cpu_addr;
        dmem_writedata = cpu_writedata;
        dmem_memwrite  = 0;
        dmem_memread   = 0;
        case (state)
            IDLE:
                if (miss) begin
                    mem_stall  = 1'b1;
                    next_state = FETCHING;
                    if (cpu_memwrite) dmem_memwrite = 1'b1;
                    if (cpu_memread) dmem_memread = 1'b1;
                end else if (hit && cpu_memwrite) begin
                    dmem_memwrite = 1'b1;
                end
            FETCHING:
                begin
                    mem_stall  = 1'b1;
                    if (cpu_memwrite) dmem_memwrite = 1'b1;
                    if (cpu_memread) dmem_memread = 1'b1;
                    if (dmem_ready) begin
                        next_state = IDLE;
                    end
                end
        endcase
    end
endmodule
```

## flow/run.sh

```bash
#!/bin/bash
# OpenROAD 26Q1-2900-gdf79404cd8, Yosys 0.63+post, stock flow scripts
make -C /OpenROAD-flow-scripts/flow DESIGN_CONFIG=/design/flow/config.mk WORK_HOME=/design/flow/orfs finish
```

## flow/config.mk

```make
export PLATFORM = sky130hd
export DESIGN_NAME = cache_fully_associative
export DESIGN_NICKNAME = cache_fully_associative
export VERILOG_FILES = /design/flow/design.v
export SDC_FILE = /design/flow/constraint.sdc
export NUM_CORES = 4
export LEC_CHECK = 1
export CORE_UTILIZATION = 40
```

## flow/constraint.sdc

```tcl
current_design cache_fully_associative

set clk_period 13.8
set clk_io_pct 0.2

create_clock -name clk0 -period $clk_period [get_ports {clk}]

set non_clock_inputs [all_inputs -no_clocks]
set_input_delay [expr $clk_period * $clk_io_pct] -clock clk0 $non_clock_inputs
set_output_delay [expr $clk_period * $clk_io_pct] -clock clk0 [all_outputs]
```

==> summary.txt <==
run metrics: status=finished, violations left, violated checks=max-slew violations, synth unique cells=77, Worst VDD drop=0.000117 V, IO Count=200, final hold slack=0.499 ns, Yosys top cell area share=46.1%, Max Clk Rate=86.0 MHz, Leak=23.5 nW, input/output buffers=195, Syn Inst Count=5206, Yosys Chip Area=55000 um^2, dominant register cell=dfrtp_1, synth warn=4, vias=40500, Mapped Area=55000 um^2, Clk Latency, worst-skew pair=0.76 ns, Vias/cell=5.81, HP Class=reg -> reg, chip area=139000 um^2, Tool Warnings=39, CTS Buffer Depth=3, Critical R2R Capture=data_array[11][20], PwrDens=183 nW/um^2, top cells, area=dfrtp_1, mux2_2, mux2i_1, CP Data Arrival Time=8.87 ns, initial antenna violation count=2, mean area per synthesized cell=10.6 um^2, Total Routing Usage GR=26.8%, fillcell total=12400, RSZ-0062 raised after global routing=false, Synth-to-Final Area Change=11.4%, largest net degree at the start of global routing=116, Core Area=136000 um^2, floorplan core density=40.4%, Synth flops=1013, Layout Skew=0.0471 ns, Iteration-0 DRC Markers=3278, sequential element share of the synthesized area=46.1%, # Cells Yosys=5206, TNS Setup=0 ns, most frequent cells in the layout=dfrtp_1, mux2i_1, mux2_2, Post-synth ARST share=100%, final HPWL from detailed placement=111000 um, first-pass GRT wire length=270000 um, Wirelength per Cell=25.7 um, FF-to-FF setup slack=8.20 ns, via count of the first global-routing pass=40300, crit end category=primary output, relative max-transition margin=-1.02%, routability-driven placement congestion ratio=0.938, clock sink total=1013, dominant logic cell type in the layout=dfrtp_1, Startpoint Class=input pin, Hold Buf Count CTS=0, total routed wirelength=179000 um, Tcrit/Tclk final=84.3%, layout cells sized above 1=18.8%, EDFF count, synth=0, total gr overflow=0, DRC=0, row cnt=135, crit path max fanout=36, H-tree Lvls=3, Worst Reg-to-Reg Cells=13, post-route minimum period=11.63 ns, post-CTS setup buffers=0, Root Buffer=clkbuf_16, critical path type=in -> out, Num CTS Buffers=111, Hold Vio Cnt, Final=0, Worst Path Required=11.04 ns, Worst-path clk slew=0.06 ns, CTS tree=yes, drt pass-1 iters=7, Max Cap Viol=0, Hold Crit Start=valid_array[5], Pins Over Slew Limit=2, Final ANT Viol Nets=0, worst slew pin tran=1.52 ns, die span in y=373 um, hold path depth=1, Die X=373 um, Final setup violation count=0, leading area contributor after synthesis=dfrtp_1, Worst Hold Path EP=valid_array[5], R2R Path Start=tag_array[1][3], CTS resizes=0
[worst max-delay path: stages]
cell	delay, ns
buf_2	0.44
buf_4	0.48
xnor2_1	0.20
nand4_1	0.12
nor4_1	0.69
nand2_2	0.08
buf_4	0.37
nand4_1	0.53
or4_2	0.22
buf_4	0.51
nand2b_2	0.43
buf_4	0.52
o2111ai_1	0.18
a2111oi_0	0.70
nor2_1	0.14
clkdlybuf4s50_1	0.44
[Yosys cell counts (21+ instances only)]
| cell type | count |
|---|---|
| dfrtp_1 | 1013 |
| mux2i_1 | 545 |
| mux2_2 | 529 |
| nand2_1 | 461 |
| xnor2_1 | 423 |
| clkbuf_1 | 321 |
| o21ai_1 | 246 |
| nand4_1 | 234 |
| nor2_1 | 229 |
| o21ai_0 | 180 |
| a21oi_1 | 154 |
| buf_4 | 107 |
| buf_2 | 103 |
| nand3_1 | 92 |
| nor4_1 | 55 |
| xor2_1 | 52 |
| a2111oi_0 | 31 |
| and2_1 | 31 |
| buf_6 | 31 |
| inv_1 | 29 |
| a22oi_1 | 26 |
| a221o_1 | 24 |
| a221oi_1 | 23 |
| o2bb2ai_1 | 21 |
[how the worst max path moves through the flow]
stage / from / endpoint / slack (ns)
after global routing: cpu_addr[5] / cpu_readdata[15] / 1.99
final: cpu_addr[2] / cpu_readdata[15] / 2.17
after CTS: cpu_addr[5] / cpu_readdata[15] / 2.40
[cell type report]
type / count / area, um^2 / share of cell area, %
inverter: 30 / 116 / 0.190
timing repair buffer: 358 / 3060 / 4.99
clock inverter: 26 / 339 / 0.553
sequential: 1013 / 25300 / 41.4
multi-input combinational: 3589 / 26900 / 43.9
tap: 1781 / 2230 / 3.64
antenna: 1 / 2.50 / 0.00408
clock buffer: 170 / 3300 / 5.39
[routing by layer]
layer / part of all wire, % / global-route usage [%]
met4: 4.2 / 8.95
met2: 46 / 40.6
met1: 42 / 38.5
met3: 8.0 / 7.00
met5: 0 / 0
[power by group]
part	switching [mW]	total, mW	leakage (nW)	internal (mW)
combinational	1.54	3.17	8.91	1.64
clock	1.28	3.00	1.79	1.72
sequential	0.784	5.04	12.8	4.26
total	3.60	11.2	23.5	7.61
[registers in the layout, summed over array words and instances, names as in the netlist]
name / flops
data_array: 512
tag_array: 480
valid_array: 16
replace_ptr: 4
state: 1
[cells by family (layout without fill, tap and decap cells)]
kind of cell / after synthesis / in the layout / synth area share, %
buffers and inverters: 604 / 584 / 5.52
muxes: 1078 / 1078 / 20.8
xor gates and xnor gates: 482 / 482 / 7.77
DFF: 1013 / 1013 / 46.1
and+or+nand+nor: 1218 / 1218 / 10.8
adders and majority gates: 4 / 4 / 0.0910
other: 0 / 1 / 0
AOI/OAI and AO/OA: 807 / 807 / 8.84
[per-stage QoR]
step	cells	power [mW]	worst slack, ns	utilization, %	area (um^2)
6_report	6968	11.2	2.17	45.1	61300
5_1_grt	6967	11.9	1.99	45.1	61300
4_1_cts	6967	11.3	2.40	45.1	61300
3_5_place_dp	6771	8.23	2.39	42.4	57600
3_3_place_gp	6771	8.16	2.55	42.4	57600
2_1_floorplan	5206	7.35	-2.92	-	55000
Power is estimated from default activity; no workload was simulated.
