--- flow/design.v ---
`timescale 1ns/100ps
module cache_set_associative (
    input  logic        clk,
    input  logic        reset,
    input  logic [31:0] cpu_addr,
    input  logic [31:0] cpu_writedata,
    input  logic        cpu_memwrite,
    input  logic        cpu_memread,
    output logic [31:0] cpu_readdata,
    output logic        mem_stall,
    output logic [31:0] dmem_addr,
    output logic [31:0] dmem_writedata,
    output logic        dmem_memwrite,
    output logic        dmem_memread,
    input  logic [31:0] dmem_readdata,
    input  logic        dmem_ready
);
    logic        valid_array [7:0][1:0];
    logic [26:0] tag_array   [7:0][1:0];
    logic [31:0] data_array  [7:0][1:0];
    logic        lru_array   [7:0];
    logic [2:0]  index;
    logic [26:0] tag;
    assign index = cpu_addr[4:2];
    assign tag   = cpu_addr[31:5];
    logic hit_way0, hit_way1;
    logic hit;
    logic miss;
    logic hit_way_index;  
    assign hit_way0 = valid_array[index][0] && (tag_array[index][0] == tag);
    assign hit_way1 = valid_array[index][1] && (tag_array[index][1] == tag);
    assign hit = hit_way0 || hit_way1;
    assign hit_way_index = hit_way1;  
    assign miss = (cpu_memread || cpu_memwrite) && !hit;
    assign cpu_readdata = hit ? data_array[index][hit_way_index] : 32'bx;
    typedef enum logic { IDLE, FETCHING } state_t;
    state_t state, next_state;
    always_ff @(posedge clk or posedge reset) begin
        if (reset) begin
            state <= IDLE;
            for (int i = 0; i < 8; i++) begin
                lru_array[i] <= 1'b0;
                valid_array[i][0] <= 0;
                valid_array[i][1] <= 0;
            end
        end else begin
            state <= next_state;
            if (cpu_memwrite && hit) begin
                data_array[index][hit_way_index] <= cpu_writedata;
            end
            if ((cpu_memread || cpu_memwrite) && hit) begin
                lru_array[index] <= ~hit_way_index;
            end
            if (state == FETCHING && dmem_ready) begin
                valid_array[index][lru_array[index]] <= 1'b1;
                tag_array[index][lru_array[index]]   <= tag;
                data_array[index][lru_array[index]]  <= cpu_memwrite ? cpu_writedata : dmem_readdata;
                lru_array[index] <= ~lru_array[index];
            end
        end
    end
    always_comb begin
        next_state     = state;
        mem_stall      = 0;
        dmem_addr      = cpu_addr;
        dmem_writedata = cpu_writedata;
        dmem_memwrite  = 0;
        dmem_memread   = 0;
        case (state)
            IDLE:
                if (miss) begin
                    mem_stall  = 1'b1;
                    next_state = FETCHING;
                    if (cpu_memwrite) dmem_memwrite = 1'b1;
                    if (cpu_memread) dmem_memread = 1'b1;
                end else if (hit && cpu_memwrite) begin
                    dmem_memwrite = 1'b1;
                end
            FETCHING:
                begin
                    mem_stall  = 1'b1;
                    if (cpu_memwrite) dmem_memwrite = 1'b1;
                    if (cpu_memread) dmem_memread = 1'b1;
                    if (dmem_ready) begin
                        next_state = IDLE;
                    end
                end
        endcase
    end
endmodule
--- flow/run.sh ---
#!/bin/bash
# OpenROAD 26Q1-2900-gdf79404cd8, Yosys 0.63+post, stock flow scripts
make -C /OpenROAD-flow-scripts/flow DESIGN_CONFIG=/design/flow/config.mk WORK_HOME=/design/flow/orfs finish
--- flow/config.mk ---
export PLATFORM = sky130hd
export DESIGN_NAME = cache_set_associative
export DESIGN_NICKNAME = cache_set_associative
export VERILOG_FILES = /design/flow/design.v
export SDC_FILE = /design/flow/constraint.sdc
export NUM_CORES = 4
export LEC_CHECK = 1
export CORE_UTILIZATION = 30
--- flow/constraint.sdc ---
current_design cache_set_associative

set clk_period 14.2
set clk_io_pct 0.2

create_clock -name clk0 -period $clk_period [get_ports {clk}]

set non_clock_inputs [all_inputs -no_clocks]
set_input_delay [expr $clk_period * $clk_io_pct] -clock clk0 $non_clock_inputs
set_output_delay [expr $clk_period * $clk_io_pct] -clock clk0 [all_outputs]
==> ci_impl_report.md <==
## Implementation flow summary

| Metric | Value |
|---|---|
| Status | `completed` |
| GP Congestion | `0.9392` |
| Via count | `36100` |
| Flop area | `28970 um2` |
| Asr flop ratio synth | `0.02580` |
| First-pass GRT wire length | `258500 um` |
| Post-route setup TNS | `0 ns` |
| All-layer global routing usage | `0.2296` |
| YS warnings | `5` |
| CTS resizes | `0` |
| CP Launch Type | `primary input` |
| Routed Antenna Nets | `0` |
| Worst Skew | `0.04998 ns` |
| Yosys Chip Area | `roughly 48000 um2` |
| DRT Pass-1 Iters | `6` |
| Peak VDD IR | `0.09620 mV` |
| Clock Tree Buf Depth | `3` |
| DRC violations left | `0` |
| Post-CTS Setup Bufs | `0` |
| I/O Buffers | `about 200` |
| Initial drt markers | `3620` |
| Core Area | `roughly 160000 um2` |
| Number of I/O pins | `200` |
| Distinct cells, synth | `slightly above 70` |
| Crit Path Category | `in2out` |
| Max Transition Viols Final | `0` |
| Hold_buf cts | `0` |
| Worst hold-check slack | `0.4490 ns` |
| Share of post-route cells with drive strength above 1 | `0.1668` |
| Cell Area, Placed | `52390 um2` |
| CP Max Fanout | `52` |
| Rows | `approximately 150` |
| CTS buffer count | `99` |
| Ys cells | `3797` |
| Vias per cell | `5.989` |
| Req. time, crit path | `11.36 ns` |
| Synth Instances | `~3800` |
| Fin crit share | `0.7927` |
| Pin count of the biggest net entering global routing | `123` |
| F_max | `88.84 MHz` |
| Fin cells | `6028` |
| Unrepaired setup endpoints after global routing | `false` |
| Die Span Y | `between 400 and 500 um` |
| Vias in the first global route | `36870` |
| Total tool warning count | `31` |
| Comb gate area | `17470 um2` |
| Placed insts | `slightly below 6000` |
| Max-area cell share | `0.5865` |
| Clock Latency Late Sink | `0.74 ns` |
| Die Wd | `around 400 um` |
| Max-Cap Viols | `0` |
| Slew headroom | `0.1475` |
| Leak | `between 15 and 20 nW` |
| Grt total ovfl | `0` |
| Final-layout fill cell count | `15090` |
| Die ar. | `162700 um2` |
| Area grow syn2layout | `15.00%` |
| Yosys reg bits | `approximately 970` |
| CP arrival | `approximately 8.4 ns` |
| CTS tree | `done` |
| Worst setup EP type | `output port` |
| Largest area contributor in the netlist | `edfxtp_1` |
| Tmin final | `11.26 ns` |
| Final Hold Fails | `0` |
| Mapped Area | `48330 um2` |
| Routed WL per cell | `29.89 um` |
| Clock sinks | `969` |
| Finished Cell Area | `55580 um2` |
| H-tree Lvls | `3` |
| CTS clk-pin slew, worst paths | `0.05 ns` |
| DRT Wirelength | `between 150000 and 200000 um` |
| Pwr Density | `122.5 nW/um2` |
| Floorplan utilization | `0.3038` |
| Initial antenna violation count | `11` |
| Total power | `0.006807 W` |
| Clk Tree Root Cell | `clkbuf_16` |
| HP Class | `reg2reg` |
| Synth Seq Share | `0.5994` |
| Post-DP HPWL | `slightly above 100000 um` |
| Slew at the pin closest to its max-slew limit | `1.279 ns` |
| Avg Inst Size Synth | `12.73 um2` |
| Top cells, area | `edfxtp_1 59%, nor2_1 4.1%, mux2i_1 3.5%` |
| Synth Flop Type | `edfxtp_1` |
| Final setup violation count | `0` |
| Post-synth EDFFs | `approximately 940` |
==> per-layer routing <==
layer | vias up | wire, um | GRT usage
met3 | 568 | 30480 | 0.1547
met5 | - | 341 | 0.01011
li1 | 15010 | - | -
met4 | 30 | 9135 | 0.09152
met2 | 2822 | 77180 | 0.3228
met1 | 17670 | 63050 | 0.2794
==> sequential cells by signal, indices dropped and copies added, names as in the netlist <==
register     flops
data_array     512
state            1
tag_array      432
lru_array        8
valid_array     16
==> worst max-delay path, cell delays in order <==
cell and delay [ns]:
buf_8 0.36, buf_4 0.60, inv_1 0.54, mux4_2 0.41, a21oi_1 0.20, xnor2_1 0.22, nand4_1 0.14, nor4_1 0.39
and3_4 0.30, buf_4 0.50, buf_4 0.64, mux2i_1 0.15, o221ai_1 0.21, o22a_1 0.25, clkdlybuf4s50_1 0.50
==> cell usage in the layout, fill, tap and decap left out, types with 11 or more instances in the layout <==
cell and count:
edfxtp_1 944, nor2_1 504, a21oi_1 193, clkdlybuf4s50_1 191, mux2i_1 170, buf_4 158, o22ai_1 135, a221oi_1 124
o32ai_1 101, clkbuf_16 100, or2_2 97, o22a_1 96, nand2_1 87, o221a_1 84, o21a_1 76, mux4_2 69
nand2b_1 62, mux2_2 60, o221a_2 43, o21ai_0 40, o32a_1 38, xnor2_1 37, a22oi_1 36, a211oi_1 27
nor3_1 25, a2bb2oi_1 25, dfrtp_1 25, o221ai_1 24, clkinv_1 24, nand3_1 22, or3_1 21, clkinv_2 20
nor2_4 18, clkbuf_1 14, a21o_1 12, inv_1 11, xor2_1 11, nor4_1 11
==> logic make-up (layout without fill, tap and decap cells) <==
| kind of cell | count (synthesis) | in the layout | synth area share |
|---|---|---|---|
| multiplexers | 300 | 300 | 0.08157 |
| AND/OR/NAND/NOR | 906 | 906 | 0.08436 |
| AND-OR/OR-AND | 1107 | 1107 | 0.1795 |
| flip-flops | 969 | 969 | 0.5994 |
| other | 0 | 2 | 0 |
| XOR/XNOR | 48 | 48 | 0.008698 |
| buffers and inverters | 467 | 550 | 0.04647 |
==> cell type report <==
cell class	instances	area share
antenna	2	0.00009004
clock buffer	114	0.04597
clock inverter	67	0.01139
inverter	14	0.001058
multi-input combinational	2361	0.3144
sequential	969	0.5213
tap	2146	0.04831
timing repair buffer	355	0.05756
==> final timing paths <==
path / from / endpoint / slack (ns) / depth (start not counted)
setup / recovery: cpu_addr[2] / cpu_readdata[2] / 2.94 / 15
hold / removal: valid_array[3] / valid_array[3] / 0.45 / 1
setup reg to reg: tag_array[1][24] / data_array[3][31] / 8.83 / 12
hold reg to reg: valid_array[3] / valid_array[3] / 0.45 / 1
max in group asynchronous: reset / state / 9.08 / 6
min in group asynchronous: reset / valid_array[7] / 2.97 / 4
==> power breakdown <==
| part | switching (W) | internal (W) |
|---|---|---|
| Sequential | 0.0000694 | 0.00330 |
| Clock | 0.00119 | 0.00146 |
| Combinational | 0.000493 | 0.000302 |
| Total | 0.00175 | 0.00506 |
==> cell usage after synthesis (all sizes together) (8+ instances only) <==
cell type and count:
a211oi 27, a21o 13, a21oi 194, a221oi 124, a22oi 36, a2bb2oi 25
and2 8, buf 191, clkbuf 262, dfrtp 25, edfxtp 944, inv 13
mux2 61, mux2i 170, mux4 69, nand2 95, nand2b 62, nand3 30
nand4 8, nor2 522, nor3 31, nor4 11, o21a 76, o21ai 45
o221a 127, o221ai 24, o22a 96, o22ai 135, o2bb2ai 9, o32a 38
o32ai 101, or2 97, or3 22, xnor2 37, xor2 11
==> stage by stage <==
stage                 util  setup WS (ns)
finish              0.3493          2.944
global route        0.3493          2.591
CTS                 0.3493          3.051
detailed placement  0.3293          3.080
global placement    0.3293          3.122
floorplan                -          2.292
Power and IR drop assume default switching activity.
